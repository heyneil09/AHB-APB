==> /design/flow/design.v <==
module apb_slave (
    input  logic        PCLK, PRESETn,
    input  logic [31:0] PADDR,
    input  logic [31:0] PWDATA,
    input  logic        PWRITE,
    input  logic        PENABLE,
    input  logic        PSEL,
    output logic        PREADY,
    output logic [31:0] PRDATA
);
    logic [31:0] mem [0:255];  
    assign PREADY = 1'b1;
    always_ff @(posedge PCLK or negedge PRESETn) begin
        if (!PRESETn) begin
            PRDATA <= 32'h0;
        end else if (PSEL && PENABLE) begin
            if (PWRITE) begin
                mem[PADDR[9:2]] <= PWDATA;  
            end else begin
                PRDATA <= mem[PADDR[9:2]];  
            end
        end
    end
endmodule
==> /design/flow/run.sh <==
#!/bin/bash
# OpenROAD 26Q1-2900-gdf79404cd8, Yosys 0.63+post, stock flow scripts
make -C /OpenROAD-flow-scripts/flow DESIGN_CONFIG=/design/flow/config.mk WORK_HOME=/design/flow/orfs finish
==> /design/flow/config.mk <==
export PLATFORM = sky130hd
export DESIGN_NAME = apb_slave
export DESIGN_NICKNAME = apb_slave
export VERILOG_FILES = /design/flow/design.v
export SDC_FILE = /design/flow/constraint.sdc
export NUM_CORES = 4
export LEC_CHECK = 1
export CORE_UTILIZATION = 30
==> /design/flow/constraint.sdc <==
current_design apb_slave

set clk_period 2.4
set clk_io_pct 0.2

create_clock -name clk0 -period $clk_period [get_ports {PCLK}]

set non_clock_inputs [all_inputs -no_clocks]
set_input_delay [expr $clk_period * $clk_io_pct] -clock clk0 $non_clock_inputs
set_output_delay [expr $clk_period * $clk_io_pct] -clock clk0 [all_outputs]
==> results_dict.tcl <==
# place-and-route summary
set metrics [dict create \
    switchingPower_mw 68.68 \
    logic_area_mm2 0.06005 \
    yosysTopAreaCellShare_pct 80.62 \
    dieArea_mm2 1.021 \
    critical_path_class "primary input to flop" \
    drive_gt1_share_pct 27.62 \
    power.internal_mw 234.6 \
    max_freq_ghz 0.2784 \
    synthArstFlopShare_pct 0.3891 \
    nFillCells 89610 \
    gp_congestion 1.100 \
    slew_headroom_pct 13.62 \
    drt-total-wl_mm 1585 \
    tool_warnings 58 \
    die_h_mm 1.010 \
    edf_count 8192 \
    ys_cells 17960 \
    p_sw_share_pct 22.64 \
    status "complete, but fails checks" \
    syn_area_per_cell_um2 16.99 \
    cts_sinks 8224 \
    regArea_mm2 0.2468 \
    cp_cell_sequence "buf_16, buf_6, buf_4, and4_4, buf_12, buf_4, a22oi_1, a21oi_2, nor4_4, nand4_1, buf_12, nor4_4, buf_12, a21oi_2" \
    cts_buffers 838 \
    cts_root_buf "clkbuf_16" \
    ys_chip_area_mm2 0.3051 \
    track_usage_pct 32.79 \
    core-area_mm2 1.014 \
    power_frac_clock_pct 43.0 \
    leakage_nw 130.2 \
    hold_viol_final 0 \
    cp.arrival_ns 4.66 \
    fp.dieW_mm 1.010 \
    area_delta_synth_final_pct 31.73 \
    grt_max_degree 102 \
    max_stage_delay_ns 0.98 \
    portBuffers 76 \
    vias_per_cell 5.791 \
    boundaryPins 102 \
    min_period_ns 3.592 \
    clkLatencyLatePin_ns 1.26 \
    ys_types 64 \
    dpl_worst_slack_ns -3.440 \
    cts_buffer_depth 4 \
    fp_util_pct 30.08 \
    peakVddDrop_mv 0.8666 \
    finalClockPeriodUsage_pct 149.6 \
    endpoint_kind "flop" \
    place_hpwl_mm 1130 \
    drt_iter0_drc 19080 \
    violations "negative setup slack" \
    start_kind "primary input" \
    timing.hold.ws_ns 0.1427 \
    ys_warn_count 2 \
    worst_path_max_delay_cell "nand4_1" \
    syn_inst 17960 \
    hp-class "primary input to flop" \
    final.setup_skew_ns 0.1211 \
    clk_pin_slew_ns 0.06 \
    drc 0 \
    drt_pre_antenna_iters 6 \
    final_max_slew_viol_count 0 \
    core.rowCount 370 \
    grt-ovfl-total 0 \
    tritoncts "built" \
    synth_flop_count 8224 \
    rsz0062_at_grt "yes" \
    cellPowerDensity_mw_per_mm2 754.7 \
    netlist_area_mm2 0.3051 \
    grt_pass1_wl_mm 2037 \
    ys_top_cells_by_count "edfxtp_1 (8192), nand3_1 (2446), a22oi_1 (2100), nand4_1 (855), clkbuf_1 (615)" \
    topCellsByArea "edfxtp_1 (81%), a22oi_1 (5.2%), nand3_1 (4.0%)" \
    critical_path_peak_fanout 8 \
    yosysTopAreaCell "edfxtp_1" \
    cp_data_required_time_ns 3.47 \
    share_comb_of_total_power_pct 4.8 \
    max_cap_violations 0 \
    synth.most_common_cell "edfxtp_1" \
    flop_cell "edfxtp_1" \
    ant_nets 0 \
    p_seq_share_pct 52.2 \
    cts.htree.levels 6 \
    fin_ws_ns -1.192 \
    crit_top_cell "buf_12" \
    vias 208200 \
    worstMarginPinSlew_ns 1.291 \
    antenna_found_initial 163 \
    finalSetupViolCount 89 \
    ys_seq_share_pct 80.89 \
    wl_per_cell_um 44.07 \
    grt_pass1_vias 212500 \
]
-- logic make-up after synthesis --
group                  count (synthesis)  synth area share, %
and+or+nand+nor                     4888                8.668
DFF                                 8224                80.89
buffers and inverters               1339                1.893
AOI/OAI and AO/OA                   3509                8.551
other                                  1             0.001229
-- worst paths after layout --
kind	end	slack, ns	startpoint	cells past startpoint
min in group asynchronous	PRDATA[2]	0.19	PRESETn	4
worst min register to register	PRDATA[14]	0.58	mem[0][14]	2
worst max-delay path	PRDATA[4]	-1.19	PADDR[9]	14
max in group asynchronous	PRDATA[1]	1.23	PRESETn	5
worst max register to register	PRDATA[4]	-1.16	mem[158][4]	8
worst min-delay path	mem[131][29]	0.14	PWDATA[29]	2
-- what timing repair did --
action / 4_1_cts / 5_1_grt
setup buffers: 185 / 106
setup endpoints to repair: 285 / 45
resized: 997 / 306
hold buffers: 33 / 0
cloned: 17 / 12
hold endpoints to repair: 2428 / 0
pin swaps: 264 / 187
-- critical path: cells and delay by family --
family	cells	cell delay (ns)
buf+inv	7	1.43
simple gates	4	2.31
compound gates	3	0.38
-- layout by cell type, fill, tap and decap left out, types with 117 or more instances in the layout --
cell type  count
edfxtp_1    8192
nand3_1     2402
buf_4       2260
a22oi_1     2027
buf_12      1405
clkbuf_16    857
nand4_1      855
o22ai_1      319
nand2_1      266
a21oi_1      240
a22o_1       223
clkinv_1     194
clkbuf_1     188
and3_1       181
nor3_4       179
buf_6        175
diode_2      170
clkinv_2     160
nor4_1       145
nor2_4       120
a32oi_1      117
-- power by group through the flow --
stage / clock network [mW] / registers (mW) / logic (mW)
4_1_cts: 131 / 158 / 13.5
5_1_grt: 136 / 158 / 14.4
6_report: 130 / 158 / 14.4
-- per-layer routing --
metal,vias up,GRT usage [%],wire (um)
met2,18560,41.66,633800
met5,-,14.45,20660
met4,351,20.69,131100
li1,82420,-,-
met3,3940,33.24,356500
met1,102900,30.86,442500
-- sequential cells by signal (all words and copies together), names as in the netlist --
signal	cells
PRDATA	32
mem	8192
-- through the flow --
step	cells	TNS, ns	power [mW]	area, um^2	utilization (%)
CTS	35680	-13.68	302.8	399100	39.34
global placement	33910	-7109.08	174.0	365200	36.00
floorplan	17960	-5218.25	163.7	308300	-
detailed placement	33910	-7129.20	174.0	365200	36.01
finish	35950	-22.89	303.3	401900	39.63
global route	35870	-18.10	309.0	401700	39.61
-- area by class of cell --
class | count | share of cell area [%]
Sequential cell | 8224 | 61.41
Timing Repair Buffer | 4037 | 12.57
Multi-Input combinational cell | 8398 | 14.94
Antenna cell | 170 | 0.1058
Tap cell | 13580 | 4.227
Clock inverter | 507 | 1.292
Clock buffer | 1040 | 5.455
Power figures rest on the tool's default switching activity, not on a simulated workload.
