==> ./constraint.sdc <==
current_design ahb_slave

set clk_period 2.5
set clk_io_pct 0.2

create_clock -name clk0 -period $clk_period [get_ports {HCLK}]

set non_clock_inputs [all_inputs -no_clocks]
set_input_delay [expr $clk_period * $clk_io_pct] -clock clk0 $non_clock_inputs
set_output_delay [expr $clk_period * $clk_io_pct] -clock clk0 [all_outputs]
==> ./design.v <==
module ahb_slave (
    input  logic        HCLK, HRESETn,
    input  logic [31:0] HADDR,
    input  logic [31:0] HWDATA,
    input  logic [2:0]  HSIZE,
    input  logic [1:0]  HTRANS,
    input  logic        HWRITE,
    input  logic        HSEL,
    output logic        HREADY,
    output logic [31:0] HRDATA,
    output logic [1:0]  HRESP
);
    logic [31:0] mem [0:255];  
    assign HREADY = 1'b1;
    assign HRESP = 2'b00;  
    always_ff @(posedge HCLK or negedge HRESETn) begin
        if (!HRESETn) begin
            HRDATA <= 32'h0;
        end else if (HSEL && HREADY) begin
            if (HWRITE) begin
                mem[HADDR[9:2]] <= HWDATA;  
            end else begin
                HRDATA <= mem[HADDR[9:2]];  
            end
        end
    end
endmodule
==> ./config.mk <==
export PLATFORM = sky130hd
export DESIGN_NAME = ahb_slave
export DESIGN_NICKNAME = ahb_slave
export VERILOG_FILES = /design/flow/design.v
export SDC_FILE = /design/flow/constraint.sdc
export NUM_CORES = 4
export LEC_CHECK = 1
export CORE_UTILIZATION = 30
==> ./run.sh <==
#!/bin/bash
# OpenROAD 26Q1-2900-gdf79404cd8, Yosys 0.63+post, stock flow scripts
make -C /OpenROAD-flow-scripts/flow DESIGN_CONFIG=/design/flow/config.mk WORK_HOME=/design/flow/orfs finish
==> notes.org <==
* Flow results

** STA
- When the global-route repair_timing finished, the worst setup path ended at HRDATA[12]$_DFFE_PN0P_/D.
- Type of the worst endpoint after the last repair :: sequential cell input

** Placement
- The placement stage leaves a total instance area of approximately 360,000 µm².
- Half-perimeter wire length after detailed placement :: 918 mm
- Number of I/O port buffers :: ~75
- Per the gpl log, the routability congestion estimate is ~1.1.

** Synth
- Number of instances in the synthesized netlist :: roughly 18k
- Average size of a mapped cell :: 17.2 µm²
- The share of synthesized area in the top cell type comes to 0.807.
- Of all flip-flops after synthesis, the portion carrying an async set or reset was 0.00389.
- Per the synthesis report, the dominant area consumer among library cells is edfxtp_1.
- Cell with the most instances after synthesis :: edfxtp_1
- The synthesized netlist has a Yosys-reported chip area of around 300,000 µm².
- Number of different library cells in the post-synthesis netlist :: between 60 and 70
- Flip-flop and latch count after synthesis :: between 8k and 9k
- The synthesis run shows the most used standard cells to be 8,192 x edfxtp_1, 2,063 x nand3_1, 1,750 x a22oi_1, 743 x nand4_1, 691 x clkbuf_1.
- For this run, the leading register cell type out of synthesis is edfxtp_1.
- Post-synthesis cell area :: slightly above 300,000 µm²
- Per the Yosys statistics, synthesis produced roughly 18k cells.
- By area the synthesized netlist is led by edfxtp_1 81%, a22oi_1 4.3%, nand3_1 3.4%.
- Warnings reported by Yosys during synthesis add up to 2.
- Yosys mapped a number of flops with a built-in enable equal to between 8k and 9k.
- Part of the Yosys area used for sequential elements :: 0.810

** Outcome
- The flow did not finish.
- The first error in the log reads "[ERROR GRT-0116] Global routing finished with congestion. Check the congestion regions in the DRC Viewer".
- Stage where the flow stopped :: 5_1_grt

** Floorplan
- I/O pin count :: between 100 and 150
- Row generation in the floorplan step produced around 370 rows.
- In this run the horizontal extent of the chip is 1.01 mm.
- Initial cell density of the core :: 0.301
- Height of the die :: ~1 mm

** Global routing
- Entering global routing, the biggest net connects about 94 pins.

** Clock tree
- Number of sinks driven by the clock tree :: about 8.2k
- Number of H-tree branching levels :: 6
- Per the CTS log, the root buffer master is clkbuf_16.
- Cts bufs inserted :: ~800
- Looking at the clock tree report, the maximum root-to-sink buffer count equals 4.
cells by family after synthesis:
kind of cell / count (synthesis) / synth area share
compound gates: 3775 / 0.0936
buf+inv: 1348 / 0.0189
flops: 8224 / 0.810
other cells: 2 / 0.0000246
simple gates: 4348 / 0.0776
per-stage QoR:
step / hold slack, ns / cells / setup TNS (ns) / setup slack (ns) / util
2_1_floorplan: 0.204 / 17698 / -3963.04 / -0.596 / -
3_3_place_gp: 0.612 / 33046 / -5186.80 / -3.62 / 0.355
3_5_place_dp: 0.614 / 33062 / -5158.35 / -3.06 / 0.355
4_1_cts: 0.0470 / 34821 / -10.56 / -0.742 / 0.388
what timing repair did:
| action | 4_1_cts |
|---|---|
| endpoints found under the setup margin | 248 |
| hold buffers | 33 |
| resized | 954 |
| pin swaps | 292 |
| endpoints found under the hold margin | 2739 |
| buffers inserted | 235 |
| gates cloned | 33 |
